## design/flow/config.mk

```make
export PLATFORM = sky130hd
export DESIGN_NAME = fp32_mul
export DESIGN_NICKNAME = fp32_mul
export VERILOG_FILES = /design/flow/design.v
export SDC_FILE = /design/flow/constraint.sdc
export NUM_CORES = 4
export LEC_CHECK = 1
export CORE_UTILIZATION = 40
export SYNTH_HDL_FRONTEND = slang
```

## design/flow/constraint.sdc

```tcl
current_design fp32_mul

set clk_period 27.6
set clk_io_pct 0.2

create_clock -name clk0 -period $clk_period [get_ports {clk}]

set non_clock_inputs [all_inputs -no_clocks]
set_input_delay [expr $clk_period * $clk_io_pct] -clock clk0 $non_clock_inputs
set_output_delay [expr $clk_period * $clk_io_pct] -clock clk0 [all_outputs]
```

## design/flow/design.v

```verilog
`default_nettype none
module fp32_mul(
    input wire clk,          
    input wire [31:0] a,         
    input wire [31:0] b,         
    input wire [2:0] rm,         
    output reg [31:0] result,    
    output wire nv,              
    output wire of,              
    output wire uf,              
    output wire nx               
);
    wire stage0_a_sign;
    wire stage0_b_sign;
    wire [7:0] stage0_a_exp;
    wire [7:0] stage0_b_exp;
    wire [22:0] stage0_a_signif;
    wire [22:0] stage0_b_signif;
    wire [2:0] stage0_rounding_mode;
    assign stage0_a_sign = a[31];
    assign stage0_b_sign = b[31];
    assign stage0_a_exp = a[30:23];
    assign stage0_b_exp = b[30:23];
    assign stage0_a_signif = a[22:0];
    assign stage0_b_signif = b[22:0];
    assign stage0_rounding_mode = rm;
    wire stage0_a_is_nan;
    wire stage0_b_is_nan;
    wire stage0_a_is_inf;
    wire stage0_b_is_inf;
    wire stage0_a_is_snan;
    wire stage0_b_is_snan;
    wire stage0_a_is_zero;
    wire stage0_b_is_zero;
    wire stage0_invalid;
    wire stage0_result_is_nan;
    wire stage0_result_is_inf;
    wire stage0_result_is_zero;
    assign stage0_a_is_nan = (stage0_a_exp == 8'hff) & (stage0_a_signif != 23'b0);
    assign stage0_b_is_nan = (stage0_b_exp == 8'hff) & (stage0_b_signif != 23'b0);
    assign stage0_a_is_inf = (stage0_a_exp == 8'hff) & (stage0_a_signif == 23'b0);
    assign stage0_b_is_inf = (stage0_b_exp == 8'hff) & (stage0_b_signif == 23'b0);
    assign stage0_a_is_snan = (stage0_a_exp == 8'hff) & ~stage0_a_signif[22] & (stage0_a_signif[21:0] != 22'b0);
    assign stage0_b_is_snan = (stage0_b_exp == 8'hff) & ~stage0_b_signif[22] & (stage0_b_signif[21:0] != 22'b0);
    assign stage0_a_is_zero = (stage0_a_exp == 8'b0) & (stage0_a_signif == 23'b0);
    assign stage0_b_is_zero = (stage0_b_exp == 8'b0) & (stage0_b_signif == 23'b0);
    assign stage0_invalid = 
        stage0_a_is_snan | stage0_b_is_snan |
        (stage0_a_is_inf & stage0_b_is_zero) | (stage0_a_is_zero & stage0_b_is_inf);
    assign stage0_result_is_nan = stage0_a_is_nan | stage0_b_is_nan | stage0_invalid;
    assign stage0_result_is_inf = ~stage0_result_is_nan & (stage0_a_is_inf | stage0_b_is_inf);
    assign stage0_result_is_zero = ~stage0_result_is_nan & (stage0_a_is_zero | stage0_b_is_zero);
    wire stage0_sign;
    assign stage0_sign = stage0_a_sign ^ stage0_b_sign;
    wire stage0_a_is_subnormal;
    wire stage0_b_is_subnormal;
    wire [23:0] stage0_mul_in1_signif;
    wire [23:0] stage0_mul_in2_signif;
    assign stage0_a_is_subnormal = (stage0_a_exp == 8'b0);
    assign stage0_b_is_subnormal = (stage0_b_exp == 8'b0);
    assign stage0_mul_in1_signif = {~stage0_a_is_subnormal, stage0_a_signif};
    assign stage0_mul_in2_signif = {~stage0_b_is_subnormal, stage0_b_signif};
    wire [47:0] stage0_mul_tmp;
    assign stage0_mul_tmp = stage0_mul_in1_signif * stage0_mul_in2_signif;
    reg [4:0] stage0_a_leading_zero_count;
    always @* begin
        stage0_a_leading_zero_count = 0;
        while (stage0_a_leading_zero_count < 22 & ~stage0_a_signif[22-stage0_a_leading_zero_count]) begin
            stage0_a_leading_zero_count = stage0_a_leading_zero_count + 1;
        end
    end
    reg [4:0] stage0_b_leading_zero_count;
    always @* begin
        stage0_b_leading_zero_count = 0;
        while (stage0_b_leading_zero_count < 22 & ~stage0_b_signif[22-stage0_b_leading_zero_count]) begin
            stage0_b_leading_zero_count = stage0_b_leading_zero_count + 1;
        end
    end
    wire [9:0] stage0_mul_in1_exp;
    wire [9:0] stage0_mul_in2_exp;
    wire [9:0] stage0_mul_exp;
    assign stage0_mul_in1_exp = (stage0_a_is_subnormal) ? -{5'b0, stage0_a_leading_zero_count} : {2'b0, stage0_a_exp};
    assign stage0_mul_in2_exp = (stage0_b_is_subnormal) ? -{5'b0, stage0_b_leading_zero_count} : {2'b0, stage0_b_exp};
    assign stage0_mul_exp = $signed(stage0_mul_in1_exp) + $signed(stage0_mul_in2_exp) - 127;
    wire [9:0] stage0_a_left_shift;
    wire [9:0] stage0_b_left_shift;
    assign stage0_a_left_shift = (stage0_a_is_subnormal) ? stage0_a_leading_zero_count + 1 : 0;
    assign stage0_b_left_shift = (stage0_b_is_subnormal) ? stage0_b_leading_zero_count + 1 : 0;
    reg stage1_sign;
    reg [9:0] stage1_a_left_shift;
    reg [9:0] stage1_b_left_shift;
    reg [9:0] stage1_mul_exp;
    reg [47:0] stage1_mul_tmp;
    reg [2:0] stage1_rounding_mode;
    reg stage1_invalid;
    reg stage1_result_is_nan;
    reg stage1_result_is_inf;
    reg stage1_result_is_zero;
    always @(posedge clk) begin
        stage1_sign <= stage0_sign;
        stage1_a_left_shift <= stage0_a_left_shift;
        stage1_b_left_shift <= stage0_b_left_shift;
        stage1_mul_exp <= stage0_mul_exp;
        stage1_mul_tmp <= stage0_mul_tmp;
        stage1_rounding_mode <= stage0_rounding_mode;
        stage1_invalid <= stage0_invalid;
        stage1_result_is_nan <= stage0_result_is_nan;
        stage1_result_is_inf <= stage0_result_is_inf;
        stage1_result_is_zero <= stage0_result_is_zero;
    end
    wire [9:0] stage1_exp_right_shift;
    wire [9:0] stage1_tmp_right_shift_amount;
    wire [5:0] stage1_right_shift_amount;
    assign stage1_exp_right_shift = ($signed(stage1_mul_exp) <= 0) ? 1 - stage1_mul_exp : 0;
    assign stage1_tmp_right_shift_amount = 23 - stage1_a_left_shift - stage1_b_left_shift + stage1_exp_right_shift;
    assign stage1_right_shift_amount = (stage1_tmp_right_shift_amount > 49) ? 49 : stage1_tmp_right_shift_amount;
    reg stage2_sign;
    reg [9:0] stage2_mul_exp;
    reg [47:0] stage2_mul_result;
    reg [5:0] stage2_right_shift_amount;
    reg [2:0] stage2_rounding_mode;
    reg stage2_invalid;
    reg stage2_result_is_nan;
    reg stage2_result_is_inf;
    reg stage2_result_is_zero;
    always @(posedge clk) begin
        stage2_sign <= stage1_sign;
        stage2_mul_exp <= stage1_mul_exp;
        stage2_mul_result <= stage1_mul_tmp;
        stage2_right_shift_amount <= stage1_right_shift_amount;
        stage2_rounding_mode <= stage1_rounding_mode;
        stage2_invalid <= stage1_invalid;
        stage2_result_is_nan <= stage1_result_is_nan;
        stage2_result_is_inf <= stage1_result_is_inf;
        stage2_result_is_zero <= stage1_result_is_zero;
    end
    wire [73:0] stage2_shifted_result;
    wire [26:0] stage2_tmp_signif;
    assign stage2_shifted_result = ({stage2_mul_result, 49'b0} >> stage2_right_shift_amount);
    assign stage2_tmp_signif = {stage2_shifted_result[73:48], (stage2_shifted_result[47:0] != 0)};
    reg stage2_add_one;
    reg stage2_inexact;
    always @* begin
        if (stage2_tmp_signif[26]) begin
            stage2_inexact = stage2_tmp_signif[2] | stage2_tmp_signif[1] | stage2_tmp_signif[0];
            case(stage2_rounding_mode)
                3'b000: begin
                    stage2_add_one = (stage2_tmp_signif[2] & (stage2_tmp_signif[3] | stage2_tmp_signif[1] | stage2_tmp_signif[0]));
                end
                3'b001: begin
                    stage2_add_one = 1'b0;
                end
                3'b010: begin
                    stage2_add_one = (stage2_sign & (stage2_tmp_signif[2] | stage2_tmp_signif[1] | stage2_tmp_signif[0]));
                end
                3'b011: begin
                    stage2_add_one = (~stage2_sign & (stage2_tmp_signif[2] | stage2_tmp_signif[1] | stage2_tmp_signif[0]));
                end
                3'b100: begin
                    stage2_add_one = stage2_tmp_signif[2];
                end
                default: begin
                    stage2_add_one = (stage2_tmp_signif[2] & (stage2_tmp_signif[3] | stage2_tmp_signif[1] | stage2_tmp_signif[0]));
                end
            endcase
        end else begin
            stage2_inexact = stage2_tmp_signif[1] | stage2_tmp_signif[0];
            case(stage2_rounding_mode)
                3'b000: begin
                    stage2_add_one = (stage2_tmp_signif[1] & (stage2_tmp_signif[2] | stage2_tmp_signif[0]));
                end
                3'b001: begin
                    stage2_add_one = 1'b0;
                end
                3'b010: begin
                    stage2_add_one = (stage2_sign & (stage2_tmp_signif[1] | stage2_tmp_signif[0]));
                end
                3'b011: begin
                    stage2_add_one = (~stage2_sign & (stage2_tmp_signif[1] | stage2_tmp_signif[0]));
                end
                3'b100: begin
                    stage2_add_one = stage2_tmp_signif[1];
                end
                default: begin
                    stage2_add_one = (stage2_tmp_signif[1] & (stage2_tmp_signif[2] | stage2_tmp_signif[0]));
                end
            endcase
        end
    end
    reg stage3_sign;
    reg [9:0] stage3_tmp_exp;
    reg [24:0] stage3_tmp_signif;
    reg stage3_add_one;
    reg [2:0] stage3_rounding_mode;
    reg stage3_invalid;
    reg stage3_inexact;
    reg stage3_result_is_nan;
    reg stage3_result_is_inf;
    reg stage3_result_is_zero;
    always @(posedge clk) begin
        stage3_sign <= stage2_sign;
        stage3_tmp_exp <= stage2_mul_exp;
        stage3_tmp_signif <= stage2_tmp_signif[26:2];
        stage3_add_one <= stage2_add_one;
        stage3_rounding_mode <= stage2_rounding_mode;
        stage3_invalid <= stage2_invalid;
        stage3_inexact <= stage2_inexact;
        stage3_result_is_nan <= stage2_result_is_nan;
        stage3_result_is_inf <= stage2_result_is_inf;
        stage3_result_is_zero <= stage2_result_is_zero;
    end
    wire [24:0] stage3_rounded_signif;
    wire [9:0] stage3_tmp2_exp;
    wire [22:0] stage3_result_signif;
    assign stage3_rounded_signif = stage3_tmp_signif + stage3_add_one;
    assign stage3_tmp2_exp = stage3_tmp_exp + stage3_rounded_signif[24];
    assign stage3_result_signif = stage3_rounded_signif[24] ? stage3_rounded_signif[23:1] : stage3_rounded_signif[22:0];
    wire [7:0] stage3_result_exp;
    assign stage3_result_exp = 
        ($signed(stage3_tmp2_exp) <= 0) ? {7'b0, stage3_rounded_signif[23]} :
        ($signed(stage3_tmp2_exp) >= 255) ? 8'hff : stage3_tmp2_exp;
    assign nv = stage3_invalid;
    assign of = ~stage3_result_is_inf & ~stage3_result_is_nan & (stage3_result_exp == 8'hff);
    assign uf = (stage3_result_exp == 0) & stage3_inexact;
    assign nx = ~stage3_result_is_nan & (stage3_inexact | of);
    always @* begin
        if (stage3_result_is_nan) begin
            result = 32'h7fc00000;
        end else if (stage3_result_is_inf) begin
            result = {stage3_sign, 8'hff, 23'b0};
        end else if (of) begin
            case(stage3_rounding_mode)
                3'b000: begin
                    result = {stage3_sign, 8'hff, 23'b0};
                end
                3'b001: begin
                    result = {stage3_sign, 8'hfe, {23{1'b1}}};
                end
                3'b010: begin
                    if (stage3_sign) begin
                        result = {1'b1, 8'hff, 23'b0};
                    end else begin
                        result = {1'b0, 8'hfe, {23{1'b1}}};
                    end
                end
                3'b011: begin
                    if (stage3_sign) begin
                        result = {1'b1, 8'hfe, {23{1'b1}}};
                    end else begin
                        result = {1'b0, 8'hff, 23'b0};
                    end
                end
                3'b100: begin
                    result = {stage3_sign, 8'hff, 23'b0};
                end
                default: begin
                    result = {stage3_sign, 8'hff, 23'b0};
                end
            endcase
        end else if (stage3_result_is_zero) begin
            result = {stage3_sign, 31'b0};
        end else begin
            result = {stage3_sign, stage3_result_exp, stage3_result_signif};
        end
    end
endmodule
`default_nettype wire
```

## design/flow/run.sh

```bash
#!/bin/bash
# OpenROAD 26Q1-2900-gdf79404cd8, Yosys 0.63+post, stock flow scripts
make -C /OpenROAD-flow-scripts/flow DESIGN_CONFIG=/design/flow/config.mk WORK_HOME=/design/flow/orfs finish
```

==> out/summary.json <==
{
  "fin_worst_hold_slack": {"value": 0.327, "unit": "ns"},
  "syn_avg_cell_area": {"value": 8.76, "unit": "um2"},
  "postRouteAntennaNets": {"value": 0},
  "mappedNetlistArea": {"value": 29900, "unit": "um2"},
  "clkTransAtPathRegs": {"value": 0.08, "unit": "ns"},
  "ys_seq_elements": {"value": 195},
  "synth-main-ff-cell": {"value": "sky130_fd_sc_hd__dfxtp_1"},
  "synth_seq_share": {"value": 0.130},
  "synth-area-yosys": {"value": 29900, "unit": "um2"},
  "min_path_type": {"value": "flip-flop to flip-flop"},
  "vias_in_the_first_global_route": {"value": 23000},
  "synth.cellmix.compoundShare": {"value": 0.0850},
  "yosysTopAreaCell": {"value": "sky130_fd_sc_hd__fa_1"},
  "postCtsHoldBufs": {"value": 0},
  "postCtsSetupBuffers": {"value": 0},
  "cts_tree": {"value": "yes"},
  "asr_flop_ratio_synth": {"value": 0},
  "netlist_instances": {"value": 3415},
  "tightest_slew": {"value": 0.782, "unit": "ns"},
  "post_synth_num_cell_types": {"value": 79},
  "synth.area.top_cells": {"value": "sky130_fd_sc_hd__fa_1 (33%), sky130_fd_sc_hd__dfxtp_1 (13%), sky130_fd_sc_hd__ha_1 (9.1%)"},
  "die_w": {"value": 276, "unit": "um"},
  "yosys-mux-area-fraction": {"value": 0.0597},
  "grt_max_degree": {"value": 60},
  "cts_resized": {"value": 0},
  "detail_route.vias_per_cell": {"value": 5.23},
  "cap_violations": {"value": 0},
  "fp.dieH": {"value": 276, "unit": "um"},
  "wirelength": {"value": 80000, "unit": "um"},
  "syn2layout_area_growth": {"value": 8.65, "unit": "%"},
  "htree_depth": {"value": 4},
  "final-seq-area": {"value": 3910, "unit": "um2"},
  "finalHoldViolCount": {"value": 0},
  "design.core.area": {"value": 73500, "unit": "um2"},
  "drt-wirelength-per-cell": {"value": 18.2, "unit": "um"},
  "cts_buffers": {"value": 17},
  "first_iter_violations": {"value": 1286},
  "num_io_pins": {"value": 104},
  "total_cells_reported_by_yosys_after_synthesis": {"value": 3415},
  "post_route_cells_drive_above_1_share": {"value": 0.0502},
  "drc_errors": {"value": 0},
  "initial_utilization": {"value": 0.407},
  "ys_sh_xor": {"value": 0.0293},
  "finalWorstPathRequiredPeriod": {"value": 13.12, "unit": "ns"},
  "worst_clock_skew": {"value": 0.0105, "unit": "ns"},
  "grt_pass1_wl": {"value": 127000, "unit": "um"},
  "clock_latency": {"value": 0.46, "unit": "ns"},
  "portBuffers": {"value": 103},
  "logic_family": {"value": "adder cells"},
  "route.vias.total": {"value": 22900},
  "simple_gate_area_frac": {"value": 0.180},
  "cp.arrival": {"value": 13.47, "unit": "ns"},
  "rsz0062_at_grt": {"value": "false"},
  "layout.area.comb": {"value": 23100, "unit": "um2"},
  "grt_antenna_before_repair": {"value": 0},
  "crit_type": {"value": "primary input to flip-flop"},
  "area_fraction_of_the_dominant_cell_type_after_synthesis": {"value": 0.327},
  "antennaDiodeCount": {"value": 0},
  "count_of_flip_flops_with_a_built_in_enable_after_synthesis": {"value": 0},
  "synthesis.yosys.warnings": {"value": 0},
  "synth_adder_area_share": {"value": 0.418},
  "final-setup-viol-count": {"value": 0},
  "timing.critical_path.to_type": {"value": "flip-flop"},
  "gp_routability_congestion": {"value": 0.948},
  "design.die.area": {"value": 75900, "unit": "um2"},
  "normalized_max_slew_margin": {"value": 0.478},
  "achievable-frequency": {"value": 0.0762, "unit": "GHz"},
  "tritoncts_num_sinks": {"value": 195},
  "grt_overflow_total": {"value": 0},
  "worstSetupStartpointType": {"value": "primary input"},
  "period_used_share": {"value": 0.475},
  "required_time_at_the_endpoint_of_the_critical_path": {"value": 27.95, "unit": "ns"},
  "groute.usage.overall": {"value": 0.230},
  "outcome": {"value": "finished clean"},
  "fillers": {"value": 7137},
  "warning_count": {"value": 27},
  "drt_first_pass_iters": {"value": 5},
  "place.detailed.hpwl": {"value": 60900, "unit": "um"},
  "floorplan.rows": {"value": 99},
  "timing.setup.tns": {"value": 0, "unit": "ns"},
  "crit_fanout": {"value": 26},
  "ctsLongestPathBuffers": {"value": 2},
  "final_core_util": {"value": 0.443},
  "slew_viol_final": {"value": 0},
  "cts-root-buf": {"value": "sky130_fd_sc_hd__clkbuf_16"}
}
==> cell usage after synthesis (7+ instances only) <==
library cell / n
sky130_fd_sc_hd__o21bai_1: 21
sky130_fd_sc_hd__buf_2: 13
sky130_fd_sc_hd__nand4_1: 15
sky130_fd_sc_hd__a2111oi_0: 11
sky130_fd_sc_hd__a21oi_1: 121
sky130_fd_sc_hd__nor3_1: 52
sky130_fd_sc_hd__or3_1: 8
sky130_fd_sc_hd__buf_1: 9
sky130_fd_sc_hd__o21a_1: 12
sky130_fd_sc_hd__fa_1: 489
sky130_fd_sc_hd__o22ai_1: 19
sky130_fd_sc_hd__a211oi_1: 16
sky130_fd_sc_hd__nand2b_1: 27
sky130_fd_sc_hd__o31ai_1: 13
sky130_fd_sc_hd__nand3_1: 34
sky130_fd_sc_hd__nor2b_1: 23
sky130_fd_sc_hd__mux2_2: 27
sky130_fd_sc_hd__a211o_1: 8
sky130_fd_sc_hd__o21ai_0: 70
sky130_fd_sc_hd__nor4_1: 13
sky130_fd_sc_hd__dfxtp_1: 195
sky130_fd_sc_hd__a31oi_1: 20
sky130_fd_sc_hd__ha_1: 218
sky130_fd_sc_hd__mux4_2: 25
sky130_fd_sc_hd__xor2_1: 41
sky130_fd_sc_hd__a21o_1: 33
sky130_fd_sc_hd__and2_1: 238
sky130_fd_sc_hd__mux2i_1: 71
sky130_fd_sc_hd__nor2_1: 148
sky130_fd_sc_hd__nand2_1: 490
sky130_fd_sc_hd__clkbuf_1: 160
sky130_fd_sc_hd__nand3b_1: 16
sky130_fd_sc_hd__or2_2: 12
sky130_fd_sc_hd__inv_1: 571
sky130_fd_sc_hd__and3_1: 21
sky130_fd_sc_hd__mux4_1: 7
sky130_fd_sc_hd__xnor2_1: 59
==> worst max-delay path, stage by stage <==
cell and delay (ns):
sky130_fd_sc_hd__clkdlybuf4s50_1 0.44, sky130_fd_sc_hd__nor4_1 0.32, sky130_fd_sc_hd__nand2_1 0.14, sky130_fd_sc_hd__or2_2 0.29, sky130_fd_sc_hd__buf_4 0.25, sky130_fd_sc_hd__and2_1 0.23, sky130_fd_sc_hd__fa_1 0.50, sky130_fd_sc_hd__fa_1 0.51
sky130_fd_sc_hd__fa_1 0.54, sky130_fd_sc_hd__inv_1 0.05, sky130_fd_sc_hd__fa_1 0.49, sky130_fd_sc_hd__inv_1 0.05, sky130_fd_sc_hd__fa_1 0.52, sky130_fd_sc_hd__inv_1 0.05, sky130_fd_sc_hd__fa_1 0.47, sky130_fd_sc_hd__inv_1 0.05
sky130_fd_sc_hd__fa_1 0.43, sky130_fd_sc_hd__ha_1 0.40, sky130_fd_sc_hd__nand4_1 0.15, sky130_fd_sc_hd__a21oi_1 0.17, sky130_fd_sc_hd__o31ai_1 0.13, sky130_fd_sc_hd__a2111oi_0 0.50, sky130_fd_sc_hd__o21ai_0 0.30, sky130_fd_sc_hd__o21ai_0 0.39
sky130_fd_sc_hd__nand2_1 0.12, sky130_fd_sc_hd__a21oi_1 0.19, sky130_fd_sc_hd__a31oi_1 0.12, sky130_fd_sc_hd__xnor2_1 0.13
==> cell families (layout without fill, tap and decap cells) <==
| family | count (synthesis) | count (layout) |
|---|---|---|
| AND-OR/OR-AND | 397 | 397 |
| XOR/XNOR | 100 | 100 |
| adder cells (fa/ha/maj) | 707 | 707 |
| buffers and inverters | 761 | 774 |
| flip-flops | 195 | 195 |
| multiplexers | 132 | 132 |
| other | 1 | 2 |
| AND/OR/NAND/NOR | 1122 | 1122 |
==> cell usage in the layout (no fill, tap or decap), drive strengths merged, types with 8 or more instances in the layout <==
cell           Yosys  final
or3                8      8
a211o              8      8
nand2            490    490
a21o              33     33
a211oi            16     16
nand3b            16     16
o21a              12     12
or2               14     14
ha               218    218
dfxtp            195    195
mux2i             71     71
o21ai             73     73
a2111oi           11     11
nand4             15     15
mux2              29     29
nor2b             23     23
nor4              13     13
buf               27     65
and2             240    240
and3              21     21
mux4              32     32
nand2b            27     27
o21bai            21     21
xor2              41     41
o22ai             19     19
inv              573    583
clkbuf           160     17
o31ai             13     13
a31oi             20     20
clkdlybuf4s50      0    103
nor3              52     52
a21oi            121    121
nand3             34     34
nor2             148    148
fa               489    489
xnor2             59     59
==> cell type report <==
cell class              instances  share of cell area
well taps                     959              0.0369
inverters                     574              0.0663
flip-flops and latches        195               0.120
clock buffers                  17              0.0131
repair buffers                168              0.0467
multi-input cells            2460               0.711
clock inverters                15             0.00604
==> metrics by stage <==
step	instances	worst slack [ns]	cell area [um2]
2_1_floorplan	3416	15.09	29900
3_3_place_gp	4356	14.08	31900
3_5_place_dp	4356	14.03	31900
4_1_cts	4388	14.51	32500
5_1_grt	4388	13.92	32500
6_report	4388	14.48	32500
==> per-layer routing <==
| layer | part of all wire | global-route usage |
|---|---|---|
| met4 | 0.021 | 0.0422 |
| met3 | 0.082 | 0.0685 |
| met5 | 0 | 0 |
| met1 | 0.43 | 0.338 |
| met2 | 0.47 | 0.352 |
==> sequential cells by signal, summed over array words and instances (netlist names), 3 cells and up <==
signal	cells
stage1_mul_tmp	48
stage2_mul_result	48
stage3_tmp_signif	25
stage1_mul_exp	10
stage2_mul_exp	10
stage3_tmp_exp	10
stage1_a_left_shift	6
stage1_b_left_shift	6
stage2_right_shift_amount	6
stage1_rounding_mode	3
stage2_rounding_mode	3
stage3_rounding_mode	3
==> worst paths after layout <==
kind | start | end | slack, ns | cells after the start
max | a[27] | stage1_mul_tmp[47] | 14.48 | 28
min | stage2_result_is_zero | stage3_result_is_zero | 0.33 | 0
max reg2reg | stage1_mul_exp[1] | stage2_right_shift_amount[0] | 22.49 | 19
min reg2reg | stage2_result_is_zero | stage3_result_is_zero | 0.33 | 0
