--- design/flow/run.sh ---
#!/bin/bash
# OpenROAD 26Q1-2900-gdf79404cd8, Yosys 0.63+post, stock flow scripts
make -C /OpenROAD-flow-scripts/flow DESIGN_CONFIG=/design/flow/config.mk WORK_HOME=/design/flow/orfs finish
--- design/flow/constraint.sdc ---
current_design fp32_add

set clk_period 20.5
set clk_io_pct 0.2

create_clock -name clk0 -period $clk_period [get_ports {clk}]

set non_clock_inputs [all_inputs -no_clocks]
set_input_delay [expr $clk_period * $clk_io_pct] -clock clk0 $non_clock_inputs
set_output_delay [expr $clk_period * $clk_io_pct] -clock clk0 [all_outputs]
--- design/flow/config.mk ---
export PLATFORM = sky130hd
export DESIGN_NAME = fp32_add
export DESIGN_NICKNAME = fp32_add
export VERILOG_FILES = /design/flow/design.v
export SDC_FILE = /design/flow/constraint.sdc
export NUM_CORES = 4
export LEC_CHECK = 1
export CORE_UTILIZATION = 40
export SYNTH_HDL_FRONTEND = slang
--- design/flow/design.v ---
`default_nettype none
module fp32_add(
    input wire clk,          
    input wire [31:0] a,         
    input wire [31:0] b,         
    input wire sub,              
    input wire [2:0] rm,         
    output reg [31:0] result,    
    output wire nv,              
    output wire of,              
    output wire nx               
);
    wire stage0_a_sign;
    wire stage0_b_sign;
    wire [7:0] stage0_a_exp;
    wire [7:0] stage0_b_exp;
    wire [22:0] stage0_a_signif;
    wire [22:0] stage0_b_signif;
    wire [2:0] stage0_rounding_mode;
    assign stage0_a_sign = a[31];
    assign stage0_b_sign = sub ? ~b[31] : b[31];
    assign stage0_a_exp = a[30:23];
    assign stage0_b_exp = b[30:23];
    assign stage0_a_signif = a[22:0];
    assign stage0_b_signif = b[22:0];
    assign stage0_rounding_mode = rm;
    wire stage0_a_is_nan;
    wire stage0_b_is_nan;
    wire stage0_a_is_inf;
    wire stage0_b_is_inf;
    wire stage0_a_is_snan;
    wire stage0_b_is_snan;
    wire stage0_is_subtraction;
    wire stage0_invalid;
    wire stage0_result_is_nan;
    wire stage0_result_is_inf;
    wire stage0_result_is_zero;
    assign stage0_a_is_nan = (stage0_a_exp == 8'hff) & (stage0_a_signif != 23'b0);
    assign stage0_b_is_nan = (stage0_b_exp == 8'hff) & (stage0_b_signif != 23'b0);
    assign stage0_a_is_inf = (stage0_a_exp == 8'hff) & (stage0_a_signif == 23'b0);
    assign stage0_b_is_inf = (stage0_b_exp == 8'hff) & (stage0_b_signif == 23'b0);
    assign stage0_a_is_snan = (stage0_a_exp == 8'hff) & ~stage0_a_signif[22] & (stage0_a_signif[21:0] != 22'b0);
    assign stage0_b_is_snan = (stage0_b_exp == 8'hff) & ~stage0_b_signif[22] & (stage0_b_signif[21:0] != 22'b0);
    assign stage0_is_subtraction = stage0_a_sign ^ stage0_b_sign;
    assign stage0_invalid = 
        stage0_a_is_snan | stage0_b_is_snan | 
        (stage0_is_subtraction & stage0_a_is_inf & stage0_b_is_inf);
    assign stage0_result_is_nan = stage0_a_is_nan | stage0_b_is_nan | stage0_invalid;
    assign stage0_result_is_inf = 
        (~stage0_a_is_nan & ~stage0_b_is_nan & (stage0_a_is_inf ^ stage0_b_is_inf)) | 
        (~stage0_is_subtraction & stage0_a_is_inf & stage0_b_is_inf);
    assign stage0_result_is_zero =
        stage0_is_subtraction & ~stage0_a_is_inf &
        ({stage0_a_exp, stage0_a_signif} == {stage0_b_exp, stage0_b_signif});
    wire stage0_swap_is_needed;
    wire [31:0] stage0_larger;
    wire [31:0] stage0_smaller;
    wire stage0_larger_sign;
    wire stage0_smaller_sign;
    wire stage0_larger_is_subnormal;
    wire stage0_smaller_is_subnormal;
    wire [7:0] stage0_larger_exp;
    wire [7:0] stage0_smaller_exp;
    wire [23:0] stage0_larger_signif;
    wire [23:0] stage0_smaller_signif;
    assign stage0_swap_is_needed = {stage0_a_exp, stage0_a_signif} < {stage0_b_exp, stage0_b_signif};
    assign stage0_larger = stage0_swap_is_needed ? b : a;
    assign stage0_smaller = stage0_swap_is_needed ? a : b;
    assign stage0_larger_sign = stage0_larger[31];
    assign stage0_smaller_sign = stage0_smaller[31];
    assign stage0_larger_is_subnormal = stage0_larger[30:23] == 8'b0;
    assign stage0_smaller_is_subnormal = stage0_smaller[30:23] == 8'b0;
    assign stage0_larger_exp = (stage0_larger_is_subnormal) ? 8'b1 : stage0_larger[30:23];
    assign stage0_smaller_exp = (stage0_smaller_is_subnormal) ? 8'b1 : stage0_smaller[30:23];
    assign stage0_larger_signif = {~stage0_larger_is_subnormal, stage0_larger[22:0]};
    assign stage0_smaller_signif = {~stage0_smaller_is_subnormal, stage0_smaller[22:0]};
    wire [7:0] stage0_exp_diff;
    assign stage0_exp_diff = stage0_larger_exp - stage0_smaller_exp;
    reg stage1_larger_sign;
    reg stage1_is_subtraction;
    reg [7:0] stage1_larger_exp;
    reg [7:0] stage1_exp_diff;
    reg [23:0] stage1_larger_signif;
    reg [23:0] stage1_smaller_signif;
    reg [2:0] stage1_rounding_mode;
    reg stage1_invalid;
    reg stage1_result_is_nan;
    reg stage1_result_is_inf;
    reg stage1_result_is_zero;
    always @(posedge clk) begin
        stage1_larger_sign <= stage0_larger_sign;
        stage1_is_subtraction <= stage0_is_subtraction;
        stage1_larger_exp <= stage0_larger_exp;
        stage1_exp_diff <= stage0_exp_diff;
        stage1_larger_signif <= stage0_larger_signif;
        stage1_smaller_signif <= stage0_smaller_signif;
        stage1_rounding_mode <= stage0_rounding_mode;
        stage1_invalid <= stage0_invalid;
        stage1_result_is_nan <= stage0_result_is_nan;
        stage1_result_is_inf <= stage0_result_is_inf;
        stage1_result_is_zero <= stage0_result_is_zero;
    end
    wire [26:0] stage1_adder_in1;
    wire stage1_is_large_diff;
    wire [4:0] stage1_offset;
    wire [50:0] stage1_shifted_smaller;
    wire [26:0] stage1_adder_in2;
    wire [7:0] stage1_adder_exp;
    assign stage1_adder_in1 = {stage1_larger_signif, 3'b0} >> ~stage1_is_subtraction;
    assign stage1_is_large_diff = stage1_exp_diff > 26;
    assign stage1_offset = stage1_is_large_diff ? 26 : stage1_exp_diff[4:0];
    assign stage1_shifted_smaller = {{stage1_smaller_signif, 27'b0} >> stage1_offset} >> ~stage1_is_subtraction;
    assign stage1_adder_in2 = {stage1_shifted_smaller[50:25], stage1_shifted_smaller[24:0] != 0};
    assign stage1_adder_exp = stage1_is_subtraction ? stage1_larger_exp : stage1_larger_exp + 1;
    wire [26:0] stage1_adder_result;
    assign stage1_adder_result = 
        stage1_is_subtraction ? stage1_adder_in1 - stage1_adder_in2 : stage1_adder_in1 + stage1_adder_in2;
    reg stage2_sign;
    reg [7:0] stage2_adder_exp;
    reg [26:0] stage2_adder_result;
    reg [2:0] stage2_rounding_mode;
    reg stage2_invalid;
    reg stage2_result_is_nan;
    reg stage2_result_is_inf;
    reg stage2_result_is_zero;
    always @(posedge clk) begin
        stage2_sign <= stage1_larger_sign;
        stage2_adder_exp <= stage1_adder_exp;
        stage2_adder_result <= stage1_adder_result;
        stage2_rounding_mode <= stage1_rounding_mode;
        stage2_invalid <= stage1_invalid;
        stage2_result_is_nan <= stage1_result_is_nan;
        stage2_result_is_inf <= stage1_result_is_inf;
        stage2_result_is_zero <= stage1_result_is_zero;
    end
    reg [4:0] stage2_leading_zero_count;
    always @* begin
        stage2_leading_zero_count = 0;
        while (stage2_leading_zero_count < 25 & ~stage2_adder_result[26-stage2_leading_zero_count]) begin
            stage2_leading_zero_count = stage2_leading_zero_count + 1;
        end
    end
    wire stage2_subnormal;
    wire [7:0] stage2_tmp_exp;
    wire [26:0] stage2_shifted_result;
    wire [23:0] stage2_tmp_signif;
    assign stage2_subnormal = (stage2_adder_exp <= stage2_leading_zero_count);
    assign stage2_tmp_exp = stage2_subnormal ? 0 : stage2_adder_exp - stage2_leading_zero_count;
    assign stage2_shifted_result = stage2_subnormal ? (stage2_adder_result << (stage2_adder_exp-1)) : (stage2_adder_result << stage2_leading_zero_count);
    assign stage2_tmp_signif = stage2_shifted_result[26:3];
    reg stage2_add_one;
    reg stage2_inexact;
    always @* begin
        if (stage2_adder_result[26]) begin
            stage2_inexact = stage2_adder_result[2] | stage2_adder_result[1] | stage2_adder_result[0];
            case(stage2_rounding_mode)
                3'b000: begin
                    stage2_add_one = (stage2_adder_result[2] & (stage2_adder_result[3] | stage2_adder_result[1] | stage2_adder_result[0]));
                end
                3'b001: begin
                    stage2_add_one = 1'b0;
                end
                3'b010: begin
                    stage2_add_one = (stage2_sign & (stage2_adder_result[2] | stage2_adder_result[1] | stage2_adder_result[0]));
                end
                3'b011: begin
                    stage2_add_one = (~stage2_sign & (stage2_adder_result[2] | stage2_adder_result[1] | stage2_adder_result[0]));
                end
                3'b100: begin
                    stage2_add_one = stage2_adder_result[2];
                end
                default: begin
                    stage2_add_one = (stage2_adder_result[2] & (stage2_adder_result[3] | stage2_adder_result[1] | stage2_adder_result[0]));
                end
            endcase
        end else begin
            stage2_inexact = stage2_adder_result[1] | stage2_adder_result[0];
            case(stage2_rounding_mode)
                3'b000: begin
                    stage2_add_one = (stage2_adder_result[1] & (stage2_adder_result[2] | stage2_adder_result[0]));
                end
                3'b001: begin
                    stage2_add_one = 1'b0;
                end
                3'b010: begin
                    stage2_add_one = (stage2_sign & (stage2_adder_result[1] | stage2_adder_result[0]));
                end
                3'b011: begin
                    stage2_add_one = (~stage2_sign & (stage2_adder_result[1] | stage2_adder_result[0]));
                end
                3'b100: begin
                    stage2_add_one = stage2_adder_result[1];
                end
                default: begin
                    stage2_add_one = (stage2_adder_result[1] & (stage2_adder_result[2] | stage2_adder_result[0]));
                end
            endcase
        end
    end
    reg stage3_sign;
    reg [7:0] stage3_tmp_exp;
    reg [23:0] stage3_tmp_signif;
    reg stage3_add_one;
    reg [2:0] stage3_rounding_mode;
    reg stage3_subnormal;
    reg stage3_invalid;
    reg stage3_inexact;
    reg stage3_result_is_nan;
    reg stage3_result_is_inf;
    reg stage3_result_is_zero;
    always @(posedge clk) begin
        stage3_sign <= stage2_sign;
        stage3_tmp_exp <= stage2_tmp_exp;
        stage3_tmp_signif <= stage2_tmp_signif;
        stage3_add_one <= stage2_add_one;
        stage3_rounding_mode <= stage2_rounding_mode;
        stage3_subnormal <= stage2_subnormal;
        stage3_invalid <= stage2_invalid;
        stage3_inexact <= stage2_inexact;
        stage3_result_is_nan <= stage2_result_is_nan;
        stage3_result_is_inf <= stage2_result_is_inf;
        stage3_result_is_zero <= stage2_result_is_zero;
    end
    wire [24:0] stage3_rounded_signif;
    wire [7:0] stage3_result_exp;
    wire [22:0] stage3_result_signif;
    assign stage3_rounded_signif = stage3_tmp_signif + stage3_add_one;
    assign stage3_result_exp = 
        stage3_subnormal ? {7'b0, stage3_rounded_signif[23]} : stage3_tmp_exp + stage3_rounded_signif[24];
    assign stage3_result_signif = stage3_rounded_signif[24] ? stage3_rounded_signif[23:1] : stage3_rounded_signif[22:0];
    assign nv = stage3_invalid;
    assign of = ~stage3_result_is_inf & ~stage3_result_is_nan & (stage3_result_exp == 8'hff);
    assign nx = ~stage3_result_is_nan & (stage3_inexact | of);
    always @* begin
        if (stage3_result_is_nan) begin
            result = 32'h7fc00000;
        end else if (stage3_result_is_inf) begin
            result = {stage3_sign, 8'hff, 23'b0};
        end else if (of) begin
            case(stage3_rounding_mode)
                3'b000: begin
                    result = {stage3_sign, 8'hff, 23'b0};
                end
                3'b001: begin
                    result = {stage3_sign, 8'hfe, {23{1'b1}}};
                end
                3'b010: begin
                    if (stage3_sign) begin
                        result = {1'b1, 8'hff, 23'b0};
                    end else begin
                        result = {1'b0, 8'hfe, {23{1'b1}}};
                    end
                end
                3'b011: begin
                    if (stage3_sign) begin
                        result = {1'b1, 8'hfe, {23{1'b1}}};
                    end else begin
                        result = {1'b0, 8'hff, 23'b0};
                    end
                end
                3'b100: begin
                    result = {stage3_sign, 8'hff, 23'b0};
                end
                default: begin
                    result = {stage3_sign, 8'hff, 23'b0};
                end
            endcase
        end else if (stage3_result_is_zero) begin
            if (stage3_rounding_mode == 3'b010) begin
                result = {1'b1, 31'b0};
            end else begin
                result = 32'b0;
            end
        end else begin
            result = {stage3_sign, stage3_result_exp, stage3_result_signif};
        end
    end
endmodule
`default_nettype wire
==> CHANGELOG.md <==
### Changed

- Vias per cell: 5.792
- Fp util: 0.4111
- Worst slew pin tran: 0.8958 ns
- Synth Cell Area: 13110 µm²
- Layout cell share with drive strength beyond 1: 0.1011
- Layout Area Growth over Synthesis: 15.73%
- Leakage: 6.248 nW
- Clk sinks: 159
- Post-DRT Antenna Nets: 0
- Synthesis area per yosys: 13110 µm²
- Cells after DPL: 2125
- Async S/R FF share, synth: 0
- Worst hold start: stage2_invalid
- Endpoints failing setup: 0
- PortBufs: 103
- Chip area: 33500 µm²
- Postcts setup bufs: 0
- Fin. max-slew vios: 0
- Drt first pass iters: 5
- Slew HR: 0.3874
- Worst Hold Slack: 0.3279 ns
- Worst-case reg-to-reg path depth: 28
- FP Rows: 65
- CP Class: reg2out
- Hold Crit Class: reg2reg
- Final min period: 9.943 ns
- Critical Path RT: 16.40 ns
- # DRC: 0
- Via count: 12.49k
- Root Buffer: clkbuf_16
- Crit end category: output pin
- Filler-free cell count of the finished design: 2156
- CTS Hold Bufs: 0
- Worst Path Arrival: 5.84 ns
- RSZ-0062 raised after global routing: false
- Number of global-route vias before repair: 11.40k
- Hold worst-path end: nv
- Syn_area_per_cell: 8.002 µm²
- Area occupied by registers: 3184 µm²
- I/O pins: 104
- Max Freq: 100.6 MHz
- Largest net degree at the start of global routing: 68
- FILL cells: 3134
- Initial antenna violation count: 0
- H-tree levels: 4
- Clock-pin slew on the worst setup and hold paths: 0.06 ns
- RePlAce Congestion: 0.9748
- Main flop type: dfxtp_1
- Antenna cells: 0
- Fin crit share: 0.4850
- CTS tree: yes
- Final TNS setup: 0 ns
- Die Height: 183.0 µm
- Flip-flops with a built-in enable: 0
- Cell Type Count: 101
- DIE WIDTH: 183.0 µm
- Clock buffer depth: 2
- Post-Syn Instances: 1638
- Total Power: 2.081 mW
- OpenROAD warnings: 25
- PostCTS Resize Cnt: 0
- Logic area: 9274 µm²
- P per Cell Area: 137.2 nW/µm²
- DR iter-0 viols: 1083
- FF-to-FF Start: stage1_exp_diff[0]
- Register area share after synthesis: 0.2428
- Remaining global-route overflow: 0
- Worst-path maximum fanout: 23
- Peak supply drop: 0.06331 mV
- Total of max-cap violations: 0
- YS warnings: 0
- Late-Pin Clk Latency: 0.43 ns
- WHS Path Cells: 0
- Final Hold Fails: 0
- Yosys stat cell total: 1638
- Core area: 31880 µm²
- GR Util All Layers: 0.2461
- Status: completed
- Crit path launch type: flop
- Yosys reg bits: 159
- WL final: 40.52 mm
- R2r endpoint: stage2_adder_result[24]
- DP HPWL: 32.15 mm
- DR WL/cell: 18.79 µm
- CTS buffer count: 17
- Internal reg-to-reg setup slack: 12.71 ns
- Final Skew: 0.01013 ns
- Global-route wire length before repair: 63.17 mm
cell families after synthesis:
logic type               after synthesis  share of synthesized area
XOR/XNOR                              81                    0.05412
multiplexers                         143                     0.1168
AND-OR/OR-AND                        491                     0.2592
flip-flops                           159                     0.2428
buffers and inverters                161                    0.05097
AND/OR/NAND/NOR                      526                     0.2014
adder cells (fa/ha/maj)               77                    0.07465
sequential cells by signal, indices dropped and copies added, names as in the netlist, 3 cells and up:
signal and cells:
stage1_rounding_mode 3, stage2_rounding_mode 3, stage1_larger_exp 8, stage1_exp_diff 8, stage3_tmp_exp 8, stage3_rounding_mode 3
stage1_larger_signif 24, stage3_tmp_signif 24, stage2_adder_result 27, stage2_adder_exp 8, stage1_smaller_signif 24
per-layer routing:
layer | track usage | share of wire | vias up
li1 | - | - | 6235
met1 | 0.3663 | 0.47 | 5744
met2 | 0.3786 | 0.44 | 431
met3 | 0.04312 | 0.067 | 78
met4 | 0.05167 | 0.025 | 0
met5 | 0 | 0 | -
report_power, final:
group	internal [mW]	switching [mW]
Combinational	0.536	0.694
Clock	0.187	0.139
Sequential	0.405	0.120
Total	1.13	0.953
how the worst max path moves through the flow:
stage                   startpoint    endpoint  slack, ns  cells after the start
finish        stage3_tmp_signif[0]  result[10]      10.56                     18
CTS           stage3_tmp_signif[0]   result[0]      10.62                     20
global route  stage3_tmp_signif[0]  result[18]       9.95                     18
metrics by stage:
step                      instance area [µm²]  worst slack, ns  utilization
after floorplan                         13110            12.47            -
after global placement                  14560            11.22       0.4566
after detailed placement                14560            11.12       0.4566
after CTS                               15170            10.62       0.4758
after global routing                    15170            9.947       0.4758
final                                   15170            10.56       0.4758
cell usage in the layout, fill, tap and decap left out, types with 54 or more instances in the layout:
cell,n
a21oi_1,94
clkdlybuf4s50_1,103
dfxtp_1,158
ha_1,75
inv_1,81
mux2_2,70
mux2i_1,72
nand2_1,141
nor2_1,136
o21ai_0,89
xnor2_1,54
synthesized netlist by cell type (all sizes together), types with 7 or more instances:
library cell | number | area share
mux2 | 70 | 0.060
o22ai | 12 | 0.0057
a31oi | 14 | 0.0072
o31ai | 11 | 0.0063
clkbuf | 46 | 0.013
nand2 | 141 | 0.040
nand2b | 12 | 0.0057
o21ai | 104 | 0.041
or4 | 10 | 0.0060
and2 | 19 | 0.0091
ha | 75 | 0.072
dfxtp | 159 | 0.24
o32ai | 7 | 0.0047
inv | 81 | 0.023
a211oi | 43 | 0.025
nor2 | 139 | 0.041
mux2i | 73 | 0.057
o221ai | 10 | 0.0067
and3 | 17 | 0.0081
a221oi | 9 | 0.0065
nor2b | 18 | 0.0086
o21bai | 12 | 0.0069
a21o | 38 | 0.022
xor2 | 27 | 0.018
buf | 34 | 0.015
nand4 | 23 | 0.012
or2 | 11 | 0.0054
o21a | 15 | 0.0086
or3 | 19 | 0.0095
a21oi | 98 | 0.039
a22oi | 7 | 0.0044
xnor2 | 54 | 0.036
nor4 | 23 | 0.012
nor3 | 33 | 0.015
nand3 | 45 | 0.018
o211ai | 31 | 0.018
worst max-delay path: stages (launching register included):
cell	delay (ns)
dfxtp_1	0.31
ha_1	0.18
ha_1	0.19
and3_1	0.20
nand3_1	0.17
nor2_1	0.17
and2_1	0.22
and3_1	0.27
inv_1	0.07
nor2_1	0.58
ha_1	0.33
nand2_1	0.10
nor2_1	0.14
nand4_1	0.12
xor2_1	0.17
nor4_1	0.48
nand4_1	0.81
a21oi_1	0.39
clkdlybuf4s50_1	0.49
layout make-up:
type	instances	area share
Multi-Input combinational cell	1318	0.6114
Timing Repair Buffer	132	0.08232
Inverter	81	0.02004
Clock inverter	13	0.01155
Sequential cell	159	0.2099
Tap cell	435	0.03588
Clock buffer	18	0.02895
Power is estimated from default activity; no workload was simulated.
